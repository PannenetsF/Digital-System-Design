### ./config.mk
export PLATFORM = sky130hd
export DESIGN_NAME = dec_bcd
export DESIGN_NICKNAME = dec_bcd
export VERILOG_FILES = /design/flow/design.v
export SDC_FILE = /design/flow/constraint.sdc
export NUM_CORES = 4
export LEC_CHECK = 1
export CORE_AREA = 10 10 70 70
export DIE_AREA = 0 0 80 80
### ./run.sh
#!/bin/bash
# OpenROAD 26Q1-2900-gdf79404cd8, Yosys 0.63+post, stock flow scripts
make -C /OpenROAD-flow-scripts/flow DESIGN_CONFIG=/design/flow/config.mk WORK_HOME=/design/flow/orfs finish
### ./constraint.sdc
current_design dec_bcd

set clk_period 5.4
set clk_io_pct 0.2

create_clock -name clk0 -period $clk_period

set non_clock_inputs [all_inputs -no_clocks]
set_input_delay [expr $clk_period * $clk_io_pct] -clock clk0 $non_clock_inputs
set_output_delay [expr $clk_period * $clk_io_pct] -clock clk0 [all_outputs]
### ./design.v
module dec_bcd (
    SW,
    HEX2,
    HEX1,
    HEX0
);
input [7:0] SW;
output [3:0] HEX0;
output [3:0] HEX1;
output [3:0] HEX2;
wire [3:0] HEX0_in, HEX1_in, HEX2_i;
bcd u(SW, HEX2_in, HEX1_in, HEX0_in);
dec_4 u_d(
    .SW({4'b0000, HEX2_in, HEX1_in, HEX0_in}),
    .HEX2(HEX2),
    .HEX1(HEX1),
    .HEX0(HEX0)
);
endmodule
module dec_4 (
    SW,
    HEX3,
    HEX2,
    HEX1,
    HEX0
);
input [15:0] SW;
output [6:0] HEX0;
output [6:0] HEX1;
output [6:0] HEX2;
output [6:0] HEX3;
dec u1(SW[3:0], HEX0);
dec u2(SW[7:4], HEX1);
dec u3(SW[11:8], HEX2);
dec u4(SW[15:12], HEX3);
endmodule
module bcd (
    bin,
    bcd_hun,
    bcd_ten,
    bcd_one
);
input [5:0] bin;
output [3:0] bcd_hun;
output [3:0] bcd_ten;
output [3:0] bcd_one;
assign bcd_hun = bcd_hun_r;
assign bcd_ten = bcd_ten_r;
assign bcd_one = bcd_one_r;
reg [5:0] bin_r;
reg [3:0] bcd_hun_r;
reg [3:0] bcd_ten_r;
reg [3:0] bcd_one_r;
integer i;
always @(bin) begin
    init_all;
    for (i = 0; i < 6; i = i + 1) begin
        check_all;
        shift_all;
    end
end
task init_all;
    begin
        bin_r = bin;
        bcd_hun_r = 0;
        bcd_ten_r = 0;
        bcd_one_r = 0;
    end
endtask
task shift_all;
    {bcd_hun_r, bcd_ten_r, bcd_one_r, bin_r} = {bcd_hun_r, bcd_ten_r, bcd_one_r, bin_r} << 1;
endtask 
task check_all;
    begin
        if (bcd_one_r > 4) begin
            bcd_one_r = bcd_one_r + 3;
        end
        if (bcd_ten_r > 4) begin
            bcd_ten_r = bcd_ten_r + 3;
        end
        if (bcd_hun_r > 4) begin
            bcd_hun_r = bcd_hun_r + 3;
        end
    end
endtask
endmodule 
module dec (
    SW,
    HEX0
);
input [3:0] SW;
output [6:0] HEX0;
assign HEX0 = ~HEX;
reg [6:0] HEX;
always @(*) begin
    case (SW)
        0: HEX = 7'h3f;
        1: HEX = 7'h06;
        2: HEX = 7'h5b;
        3: HEX = 7'h4f;
        4: HEX = 7'h66;
        5: HEX = 7'h6d;
        6: HEX = 7'h7d;
        7: HEX = 7'h07;
        8: HEX = 7'h7f;
        9: HEX = 7'h6f; 
        default: HEX = 0;
    endcase
end
endmodule
==> run summary <==
fresh numbers from the pnr run: WL per Instance=9.99 microns, final std cells w/o fill=161, max cap viols=0, fillcell total=364, Chip Area, Yosys=631 sq um, Initial DRC Count=14, Yosys cell types=35, Largest delay share family, worst path=buffers and inverters, post-layout period usage of the worst path=95.0%, final setup violation count=0, Worst EP arrival=4.05 ns, final instance area=0.00101 sq mm, highest clock rate=195 MHz, cells after synthesis=89, Synth mux share=12.1%, detailed placement HPWL=1260 microns, total negative setup slack=0 ns, Placer Congestion=0.687, placed cells=157, CP max stage delay=0.48 ns, RSZ-0062 raised after global routing=no, Place WS=-0.123 ns, chip area=0.00640 sq mm, Register Area=0 sq um, # Cells Yosys=89, Worst Hold Class=in -> out, utilization after layout=29.5%, final hold viol count=0, vias post-DR=696, Routed Wire Length=1610 microns, Ant. Diodes=0, Setup crit end kind=output port, most frequent logic cell in the layout=buf_4, Simple-Gate Fraction of Synth Area=20.0%, largest net degree at the start of global routing=17, FFs & Latches=0, synthesis-to-layout area growth=59.7%, critical path's slowest cell=clkdlybuf4s50_1, drt first pass iters=4, area of the core=0.00342 sq mm, Via-to-Cell Ratio=4.32, number of global-route vias before repair=602, Die H=80 microns, Final min period=5.13 ns, clock buffers=0, hold path start=SW[0], most used cell, CP=buf_4, Setup CP Type=in -> out, most frequent cells in the layout=buf_4 (14), inv_1 (11), clkdlybuf4s50_1 (11), nand2_1 (7), nor2_1 (6), crit path cell chain=clkdlybuf4s50_1, inv_1, ha_1, buf_4, ha_2, buf_4, nor3b_2, a31oi_1, o211ai_2, a21oi_2, nor2_2, a21oi_1, ha_2, buf_4, mux2_2, nand2_1, o211ai_1, dlygate4sd2_1, P_leak=0.455 nW, post-layout worst setup margin=0.268 ns, FP Util=18.5%, port buffer count=14, Yosys Warn Count=9, Remaining DRCs=0, yosys adder share=15.9%, IO Count=20, share of cells above drive strength 1=31.3%, crit path from=SW[3], total congestion overflow=0, row cnt=21, CP Launch Type=primary input, Seq share, synth=0%, Mean Syn Cell Area=7.09 sq um, Dominant comb cell=AND-OR/OR-AND gates, CP bufs+invs=6, VDD IR max=0.0000422 V, Power Density=135 mW/mm^2, status=complete, no violations, tool warning count=38, XOR/XNOR Area Share=5.36%, CP required=4.32 ns, Mapped Area=631 sq um, GR Util All Layers=4.60%, global-route wire length before repair=2640 microns, placed instance area=886 sq um, ao+oa area frac=32.5%, final max-slew violation count=0, initial antenna violation count=0, post-detailed-route count of antenna-violating nets=0, crit-path max FO=5, Post-CTS Hold Fix Bufs=0, Die W=80 microns
report_power, final:
part	internal (W)	switching [W]	leakage [nW]	total, W
combinational	0.0000762	0.0000595	0.455	0.000136
sequential	0	0	0	0
clock	0	0	0	0
total	0.0000762	0.0000595	0.455	0.000136
area by class of cell:
cell class,count,area [sq um],area share [%]
inverters,11,41.3,4.10
multi-input cells,74,637,63.2
well taps,46,57.6,5.71
repair buffers,30,272,27.0
synthesized netlist by cell type, drive strengths merged:
cell | n | area (sq um)
buf | 6 | 40.0
nor3b | 2 | 15.0
xnor2 | 2 | 17.5
nor2b | 2 | 12.5
o21ai | 7 | 35.0
clkbuf | 1 | 3.75
nor4b | 1 | 8.76
ha | 8 | 100
nand3 | 1 | 5.00
inv | 11 | 41.3
nor3 | 1 | 5.00
and2 | 2 | 12.5
conb | 1 | 3.75
nor2 | 7 | 26.3
o311ai | 2 | 17.5
mux2i | 3 | 42.5
a2bb2oi | 1 | 15.0
a21o | 2 | 15.0
nand2 | 7 | 26.3
o31ai | 1 | 12.5
o221a | 1 | 11.3
mux2 | 3 | 33.8
a32oi | 1 | 8.76
a221oi | 2 | 17.5
a21oi | 5 | 25.0
a31oi | 2 | 12.5
o211ai | 3 | 27.5
and3b | 1 | 8.76
or2 | 1 | 6.26
xor2 | 1 | 16.3
a211oi | 1 | 7.51
tightest hold or removal path: stages:
cell	delay [ns]
clkdlybuf4s50_1	0.50
ha_2	0.17
inv_1	0.05
nand2_1	0.06
o21ai_1	0.06
dlymetal6s2s_1	0.12
per-layer routing:
metal / global-route usage [%] / share of wire, %
met3: 0.227 / 2.1
met2: 8.43 / 53
met4: 0 / 0
met5: 0 / 0
met1: 6.08 / 45
worst paths after layout:
check / to / slack, ns / cells after the start
max: HEX0[0] / 0.27 / 18
min: HEX0[1] / 3.11 / 6
timing repair:
item	CTS	global route
resized	7	13
setup endpoints to repair	5	6
hold endpoints to repair	0	0
buffers inserted	0	4
pin swaps	3	7
through the flow:
stage               hold slack (ns)  total power [W]
floorplan                      2.35        0.0000690
global placement               3.32         0.000118
detailed placement             3.36         0.000121
CTS                            3.26         0.000124
global route                   3.21         0.000151
finish                         3.11         0.000136
cells by family after synthesis:
kind of cell,count (synthesis)
buffers and inverters,18
xor gates and xnor gates,3
and+or+nand+nor,25
other,1
muxes,6
adders and majority gates,8
AOI/OAI and AO/OA,28
No activity file was given, so power comes from the tool's default toggle rates.
