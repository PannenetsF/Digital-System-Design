--- ./run.sh ---
#!/bin/bash
# OpenROAD 26Q1-2900-gdf79404cd8, Yosys 0.63+post, stock flow scripts
make -C /OpenROAD-flow-scripts/flow DESIGN_CONFIG=/design/flow/config.mk WORK_HOME=/design/flow/orfs finish
--- ./config.mk ---
export PLATFORM = sky130hd
export DESIGN_NAME = display_time
export DESIGN_NICKNAME = display_time
export VERILOG_FILES = /design/flow/design.v
export SDC_FILE = /design/flow/constraint.sdc
export NUM_CORES = 4
export LEC_CHECK = 1
export CORE_AREA = 10 10 91 91
export DIE_AREA = 0 0 101 101
--- ./constraint.sdc ---
current_design display_time

set clk_period 4.5
set clk_io_pct 0.2

create_clock -name clk0 -period $clk_period

set non_clock_inputs [all_inputs -no_clocks]
set_input_delay [expr $clk_period * $clk_io_pct] -clock clk0 $non_clock_inputs
set_output_delay [expr $clk_period * $clk_io_pct] -clock clk0 [all_outputs]
--- ./design.v ---
module bcd (
    bin,
    bcd_hun,
    bcd_ten,
    bcd_one
);
input [5:0] bin;
output [3:0] bcd_hun;
output [3:0] bcd_ten;
output [3:0] bcd_one;
assign bcd_hun = bcd_hun_r;
assign bcd_ten = bcd_ten_r;
assign bcd_one = bcd_one_r;
reg [5:0] bin_r;
reg [3:0] bcd_hun_r;
reg [3:0] bcd_ten_r;
reg [3:0] bcd_one_r;
integer i;
always @(bin) begin
    init_all;
    for (i = 0; i < 6; i = i + 1) begin
        check_all;
        shift_all;
    end
end
task init_all;
    begin
        bin_r = bin;
        bcd_hun_r = 0;
        bcd_ten_r = 0;
        bcd_one_r = 0;
    end
endtask
task shift_all;
    {bcd_hun_r, bcd_ten_r, bcd_one_r, bin_r} = {bcd_hun_r, bcd_ten_r, bcd_one_r, bin_r} << 1;
endtask 
task check_all;
    begin
        if (bcd_one_r > 4) begin
            bcd_one_r = bcd_one_r + 3;
        end
        if (bcd_ten_r > 4) begin
            bcd_ten_r = bcd_ten_r + 3;
        end
        if (bcd_hun_r > 4) begin
            bcd_hun_r = bcd_hun_r + 3;
        end
    end
endtask
endmodule 
module dec (
    SW,
    HEX0
);
input [3:0] SW;
output [6:0] HEX0;
assign HEX0 = ~HEX;
reg [6:0] HEX;
always @(*) begin
    case (SW)
        0: HEX = 7'h3f;
        1: HEX = 7'h06;
        2: HEX = 7'h5b;
        3: HEX = 7'h4f;
        4: HEX = 7'h66;
        5: HEX = 7'h6d;
        6: HEX = 7'h7d;
        7: HEX = 7'h07;
        8: HEX = 7'h7f;
        9: HEX = 7'h6f; 
        default: HEX = 0;
    endcase
end
endmodule
module display_time (
    clk,
    reset,
    en,
    h,
    m,
    s,
    HEX7,
    HEX6,
    HEX5,
    HEX4,
    HEX3,
    HEX2
);
input clk, reset, en;
input [5:0] h, m, s;
output [6:0] HEX7, HEX6, HEX5, HEX4, HEX3, HEX2;
wire [3:0] h_10, h_1, m_10, m_1, s_10, s_1;
bcd bcd_h(.bin(h), .bcd_ten(h_10), .bcd_one(h_1));
bcd bcd_m(.bin(m), .bcd_ten(m_10), .bcd_one(m_1));
bcd bcd_s(.bin(s), .bcd_ten(s_10), .bcd_one(s_1));
dec dec_h_10(.SW(h_10), .HEX0(HEX7));
dec dec_h_1(.SW(h_1), .HEX0(HEX6));
dec dec_m_10(.SW(m_10), .HEX0(HEX5));
dec dec_m_1(.SW(m_1), .HEX0(HEX4));
dec dec_s_10(.SW(s_10), .HEX0(HEX3));
dec dec_s_1(.SW(s_1), .HEX0(HEX2));
endmodule
==> notes.md <==
Item: results of the latest flow run.

- The flow ran to the end, but the final reports show violations.
- The final reports fail on negative setup slack.
- Entering global routing, the biggest net connects 15 pins.
- The multi-input combinational cell area is 0.00281 mm^2.
- The sequential cell count of the final layout is 0.
- The count of pins over their slew limit is 0.
- Averaged over all synthesized cells, the footprint is 6.96 um^2.
- The maximum clock frequency is 206 MHz.
- The type recorded for the worst min-delay path is input port to primary output.
- The floorplan step set the die height to 101 um.
- The overall die area is 0.0102 mm^2.
- The wire length of the first global-routing pass is 14,500 um.
- The growth of design area from synthesis to finish is 112%.
- The worst setup path is captured at a primary output.
- The launch point of the worst path is s[3].
- The worst hold slack across all endpoints is 2.42 ns.
- The repair_antennas step left the layout with diodes totalling 0.
- The residual antenna-violating net count after detailed routing is 0.
- Per the layout report, the design carries 362 filler cells.
- Routability-driven placement finished with a final weighted congestion of 0.947.
- After layout, the clock buffer instance count stands at 0.
- The number of remaining DRC errors is 0.
- The die outline width is 101 um.
- The routed via count is 3,349.
- The layout summary lists the proportion of cells stronger than drive strength 1 as 59.1%.
- Per the post-place timing report, worst setup slack is -1.28 ns.
- The kind of critical path is input port to primary output.
- Looking at the critical path, the single cell with the biggest stage delay is o31a_1.
- The number of vias per cell is 5.32.
- For this run, the chip area from Yosys synthesis comes to 0.00230 mm^2.
- The initial antenna violation count is 0.
- Across the run, the number of max-cap violations was 0.
- In this run the VDD rail shows a maximum IR drop of 0.138 mV.
- Before placement the cells fill 36.3% of the core.
- The area taken by flip-flops and latches is 0 um^2.
- The data required time at the worst endpoint is 3.60 ns.
- Per the log, the first TritonRoute iteration ended with a DRC count of 148.
- Of the synthesized area, sequential elements account for 0%.
- The launch instance of the worst min-delay path is s[4].
- The top logic cell by instance count in the layout is buf_4.
- Setup repair after global routing could not meet its margin everywhere.
- STA lists the maximum fanout along the critical path as 4.
- The post-synthesis cell area is 0.00230 mm^2.
- The relative slew slack is 44.7%.
- By instance count, the cell type seen most on the critical path is ha_4.
- The count of final setup violators is 17.
- The number of global-route vias before repair is 3,214.
- Per the summary, power density relative to cell area is 238 mW/mm^2.
- The floorplan step defined a core boundary enclosing 0.00635 mm^2.
- The cell count after synthesis came out at 331.
- The routed design shows a wire length per standard cell of 14.5 um.
- According to the I/O placement log, the pin count is 63.
- The total congestion overflow is 0.
- The total negative setup slack is -3.58 ns.
- The leakage power is 2.28 nW.
- Synthesis instantiated 65 different standard cells from the library.
- The number of warnings in the stage logs is 67.
- The number of failing hold endpoints at the final stage is 0.
- The most common logic cells in the final layout are buf_4 (149), inv_1 (24), nand2_1 (24), buf_6 (24), nor2_1 (23).
- For this run, the number of Yosys warnings is 2.
- The actual slew at the worst max-slew pin is 0.826 ns.
- Once placement finished, the instance area stood at 0.00400 mm^2.
- The arrival time of data at the worst endpoint is listed as 3.95 ns.
- The number of buffers inserted by hold repair at cts is 0.
- In the global route stage, overall resource usage came out at 16.0%.
- For the completed layout, the total cell area is recorded as 0.00488 mm^2.
- STA classifies the critical path startpoint as an input port.
- For this run, the detailed router's first-pass iteration total came to 4.
- The HPWL after detailed placement is 5910 um.
- The critical path goes through buf_6 -> inv_6 -> ha_4 -> inv_2 -> ha_4 -> buf_6 -> and2_4 -> o31a_1 -> xnor2_2 -> inv_2 -> ha_4 -> nor2_2 -> a2bb2oi_2 -> o211ai_1 -> nand2_1 -> xnor2_2 -> ha_4 -> nor2_2 -> o22ai_1 -> a222oi_1 -> buf_2.
- In this design, the stage delay of the slowest critical-path cell is 0.32 ns.
- The least setup slack across all paths after layout is -0.350 ns.
- The floorplan row count is 29.
- The total wire length is 9110 um.
- The number of port buffers is 60.
- The final period utilization is 108%.
- The final critical path time including I/O delays and setup is 4.85 ns.
- For this design, Yosys synthesis ends with a cell count of 331.
[synth_stat cells, types with 3 or more instances]
master	n	area share [%]
mux2i_1	8	3.5
a2bb2oi_1	4	1.5
ha_1	42	23
mux2_2	5	2.4
o211a_1	3	1.3
o21ai_0	15	3.3
nand3_1	13	2.8
o22ai_1	3	0.82
inv_1	38	6.2
a31oi_1	7	1.9
a211o_1	3	1.1
o31ai_1	5	1.6
xnor2_1	11	4.2
nor3_1	5	1.1
nand2b_1	3	0.82
nor4_1	3	0.82
a21oi_1	18	3.9
a22oi_1	3	0.98
o211ai_1	14	4.6
nand2_1	29	4.7
and2_1	9	2.4
clkbuf_1	5	0.82
nor2_1	30	4.9
o2111ai_1	3	1.1
or2_2	4	1.1
[power breakdown]
part	internal, mW	switching, mW	leakage [nW]	total, mW
Sequential	0	0	0	0
Combinational	0.667	0.493	2.28	1.16
Clock	0	0	0	0
[metal layers]
metal,global-route usage [%],up-vias,share of wire [%]
met5,0,-,0
met4,1.29,0,0.77
met3,2.36,8,6.4
met2,27.3,92,46
met1,21.5,1577,47
li1,-,1672,-
[logic make-up after synthesis]
logic type,synth area share (%)
fa+ha+maj,22.8
mux,5.92
simple gates,21.6
xor+xnor,6.30
compound gates,35.2
buf+inv,8.21
[area by class of cell]
class	count	share of cell area (%)
multi-input cells	284	57.6
repair buffers	230	37.0
inverters	39	3.46
well taps	77	1.97
[worst max-delay path: cells and delay by family]
family / cells / cell delay (ns)
and+or+nand+nor: 4 / 0.37
adders and majority gates: 4 / 0.70
AOI/OAI and AO/OA: 5 / 1.04
xor gates and xnor gates: 2 / 0.40
buffers and inverters: 6 / 0.54
[metrics by stage]
step | cells | power [mW] | utilization [%]
floorplan | 331 | 0.409 | -
global placement | 584 | 0.900 | 63.0
detailed placement | 584 | 0.899 | 63.0
CTS | 623 | 1.05 | 73.8
global route | 630 | 1.27 | 76.8
finish | 630 | 1.16 | 76.8
[final timing paths]
check / slack, ns / cells after the start / end
hold / removal: 2.42 / 7 / HEX3[5]
setup / recovery: -0.35 / 21 / HEX2[1]
[what timing repair did]
| action | CTS | global route |
|---|---|---|
| gates resized | 228 | 57 |
| pin swaps | 65 | 39 |
| setup endpoints to repair | 42 | 38 |
| setup buffers | 40 | 9 |
Power and IR drop assume default switching activity.
