**flow/design.v**
```verilog
module clk #(
    parameter integer M = 5,   
    parameter integer R = 60
)  
(
    CLOCK_50,
    SW,
    HEX2,
    HEX1,
    HEX0
);
input CLOCK_50;
input [17:0] SW;
output [6:0] HEX2, HEX1, HEX0;
wire reset;
assign reset = SW[17];
wire tik;
tiks #(.M(1)) u_tik(.CLOCK_50(CLOCK_50), .reset(reset), .tik(tik));
wire [7:0] sum;
cnt #(.MAX(R), .BITS(8)) u_cnt(.reset(reset), .to_cnt(tik), .sum(sum));
wire [3:0] bcd_1, bcd_10, bcd_100;
bcd u_bcd(sum, bcd_100, bcd_10, bcd_1);
dec u_100(bcd_100, HEX2);
dec u_10(bcd_10, HEX1);
dec u_1(bcd_1, HEX0);
endmodule
module cnt #(
    parameter integer MAX = 10,
    parameter integer BITS = 8
)
(
    reset,
    to_cnt,
    sum
);
input to_cnt;
input reset;
output reg [BITS-1:0] sum;
always @(posedge to_cnt or posedge reset) begin
    if (reset) begin
        sum <= 0;
    end
    else begin
        if (sum != MAX-1) begin
            sum <= sum + 1;
        end
        else begin
            sum <= 0;
        end
    end
end
endmodule
module tiks #(
    parameter integer M = 5   
)  
(
    CLOCK_50,
    reset,
    tik
);
parameter CNT_MAX = 50000000/M/2 - 1;
input CLOCK_50;
input reset;
output reg tik;
reg [31:0] cnt;
always @(posedge CLOCK_50 or posedge reset) begin
    if (reset) begin
        cnt <= 0;
        tik <= 0;
    end
    else begin
        if (cnt != CNT_MAX) begin
            cnt <= cnt + 1;
        end
        else begin
            cnt <= 0;
            tik <= ~tik;
        end
    end
end
endmodule
module bcd (
    bin,
    bcd_hun,
    bcd_ten,
    bcd_one
);
input [5:0] bin;
output [3:0] bcd_hun;
output [3:0] bcd_ten;
output [3:0] bcd_one;
assign bcd_hun = bcd_hun_r;
assign bcd_ten = bcd_ten_r;
assign bcd_one = bcd_one_r;
reg [5:0] bin_r;
reg [3:0] bcd_hun_r;
reg [3:0] bcd_ten_r;
reg [3:0] bcd_one_r;
integer i;
always @(bin) begin
    init_all;
    for (i = 0; i < 6; i = i + 1) begin
        check_all;
        shift_all;
    end
end
task init_all;
    begin
        bin_r = bin;
        bcd_hun_r = 0;
        bcd_ten_r = 0;
        bcd_one_r = 0;
    end
endtask
task shift_all;
    {bcd_hun_r, bcd_ten_r, bcd_one_r, bin_r} = {bcd_hun_r, bcd_ten_r, bcd_one_r, bin_r} << 1;
endtask 
task check_all;
    begin
        if (bcd_one_r > 4) begin
            bcd_one_r = bcd_one_r + 3;
        end
        if (bcd_ten_r > 4) begin
            bcd_ten_r = bcd_ten_r + 3;
        end
        if (bcd_hun_r > 4) begin
            bcd_hun_r = bcd_hun_r + 3;
        end
    end
endtask
endmodule 
module dec (
    SW,
    HEX0
);
input [3:0] SW;
output [6:0] HEX0;
assign HEX0 = ~HEX;
reg [6:0] HEX;
always @(*) begin
    case (SW)
        0: HEX = 7'h3f;
        1: HEX = 7'h06;
        2: HEX = 7'h5b;
        3: HEX = 7'h4f;
        4: HEX = 7'h66;
        5: HEX = 7'h6d;
        6: HEX = 7'h7d;
        7: HEX = 7'h07;
        8: HEX = 7'h7f;
        9: HEX = 7'h6f; 
        default: HEX = 0;
    endcase
end
endmodule
```
**flow/run.sh**
```bash
#!/bin/bash
# OpenROAD 26Q1-2900-gdf79404cd8, Yosys 0.63+post, stock flow scripts
make -C /OpenROAD-flow-scripts/flow DESIGN_CONFIG=/design/flow/config.mk WORK_HOME=/design/flow/orfs finish
```
**flow/constraint.sdc**
```tcl
current_design clk

set clk_period 4.0
set clk_io_pct 0.2

create_clock -name clk0 -period $clk_period [get_ports {CLOCK_50}]

set non_clock_inputs [all_inputs -no_clocks]
set_input_delay [expr $clk_period * $clk_io_pct] -clock clk0 $non_clock_inputs
set_output_delay [expr $clk_period * $clk_io_pct] -clock clk0 [all_outputs]
```
**flow/config.mk**
```make
export PLATFORM = sky130hd
export DESIGN_NAME = clk
export DESIGN_NICKNAME = clk
export VERILOG_FILES = /design/flow/design.v
export SDC_FILE = /design/flow/constraint.sdc
export NUM_CORES = 4
export LEC_CHECK = 1
export CORE_UTILIZATION = 30
```
==> qor_table.md <==
| Metric | Reported |
|:---|:---|
| Status | complete, no violations |
| Antenna violations before repair | 0 |
| Final Max Slew Viols | 0 |
| Transition time at the pin with the least slew margin | 775 ps |
| Fillers | 963 |
| Hold/Removal Path Class | reg2reg |
| Post-Route Skew | 2.81 ps |
| # Cells Yosys | 326 |
| Global-route wire length before repair | 9430 um |
| Startpoint class of the critical path | flip-flop |
| Quantity of gates resized following cts | 0 |
| Die ar. | 10200 sq um |
| Static leakage | 1.34 nW |
| Minimum clock period after layout | 1920 ps |
| Total global-route track usage | 11.5% |
| Total power per unit cell area | 183 nW/um^2 |
| Number of vias in the routed layout | 2243 |
| Top flip-flop cell by instance count after synthesis | sky130_fd_sc_hd__dfrtp_1 |
| Core Area | 9370 sq um |
| Width of the die | 101 um |
| Maximum number of pins on one net before global-route repair | 42 |
| Count of different cell masters after synthesis | 56 |
| Adder and majority gate portion of the synthesized area | 6.83% |
| Crit-path cells | ha_1 > nand2_1 > nor3_2 > nand3_1 > or3_1 > a21oi_1 |
| Total Neg Setup Slack | 0 ps |
| Kind of capture point of the worst setup path | flip-flop |
| Achievable frequency | 520 MHz |
| Placement Rows | 35 |
| Global-route congestion overflow total | 0 |
| Synth Area in Simple Gates | 24.4% |
| Number of H-tree levels | 2 |
| Share of final-layout standard cells stronger than drive strength 1 | 7.81% |
| Antenna diode count | 0 |
| Setup Viol. Count Final | 0 |
| Detailed-route wire length | 5370 um |
| Post-Synthesis Cells | 326 |
| Count of unclocked register or latch pins | 8 |
| R2R Path Start | u_tik.cnt[0]$_DFF_PP0_ |
| Max FO, Critical Path | 5 |
| Number of buffers inserted during clock tree synthesis | 5 |
| Async SR Flop Fraction | 100% |
| Syn-to-layout area delta | 10.2% |
| Clk buf depth | 2 |
| Max-Slew Margin vs Limit | 48.4% |
| Crit path largest cell delay | 420 ps |
| Clk Tree Root Cell | sky130_fd_sc_hd__clkbuf_8 |
| Number of enable flip-flop cells | 0 |
| Reported max-cap violation count | 0 |
| Synth Area per Inst | 9.00 sq um |
| Flop and latch count out of synthesis | 41 |
| Total number of cells along the worst setup path | 6 |
| Endpoints left unconstrained | 22 |
| Cell with the biggest individual delay on the critical path | sky130_fd_sc_hd__dfrtp_1 |
| Clock insertion delay at the later pin of the skew report | 280 ps |
| Overall die height | 101 um |
| Chip area line of the yosys report | 2930 sq um |
| DRT antenna net count | 0 |
| Final worst path period share | 48.1% |
| DRT Pass-1 Iters | 4 |
| Final Hold Violation Tally | 0 |
| Critical path type | reg2reg |
| R2r endpoint | u_tik.cnt[24]$_DFF_PP0_ |
| Total setup buffers inserted after CTS | 0 |
| Yosys synthesis warning count | 5 |
| Average detailed-routed wire length per instance | 11.6 um |
| Final Power | 0.592 mW |
| Number of hold buffers added after CTS | 0 |
| TritonCTS clock tree | built |
| Violation tally from detailed-route iteration zero | 99 |
| Sequential fraction of the synthesis area | 35.0% |
| Count of cells along the worst register-to-register path | 6 |
| Routability Congestion | 0.856 |
| Count of warning messages emitted by the tools | 53 |
| Post-route standard cell area excluding fillers | 3230 sq um |
| Top-level I/O count | 40 |
| Kind of cell with the highest combined delay on the critical path | simple AND/OR/NAND/NOR gates |
| Number of global-route vias before repair | 1967 |
| Yosys xor share | 11.9% |
| Launch point of the critical path | u_tik.cnt[0]$_DFF_PP0_ |
| Mux area share | 0.725% |
| Via-to-Cell Ratio | 4.85 |
| Worst setup endpoint | u_tik.cnt[24]$_DFF_PP0_ |
| Final standard cell utilization of the core | 34.5% |
| Clk slew on worst S/H paths | 60 ps |
| Buffers on Ports | 15 |
| CP Buf/Inv Count | 0 |
| Area fraction in compound gates | 14.3% |
| Floorplan core density | 31.3% |
| Max VDD drop | 87.9 uV |
| Post-synthesis cell area | 2930 sq um |
| Critical Path RT | 4210 ps |
| RSZ-0062 raised after global routing | false |
| Worst setup slack for register-to-register paths | 2080 ps |
| Worst EP arrival | 2130 ps |
| Placed instance area | 3140 sq um |
| Top comb family, area | simple AND/OR/NAND/NOR gates |
| Count of unresolved DRC violations after routing | 0 |
| HPWL reported at the end of detailed placement | 3750 um |
## cell families after synthesis
family                     after synthesis
adders and majority gates               16
other                                    2
DFF                                     41
and+or+nand+nor                        129
buffers and inverters                   39
AOI/OAI and AO/OA                       59
muxes                                    2
xor gates and xnor gates                38
## metrics by stage
stage          instances  worst slack [ps]  hold WS (ps)
6_report             462              2080           507
5_1_grt              462              1880           529
4_1_cts              462              2090           504
3_5_place_dp         455              2120           493
3_3_place_gp         455              2130           492
2_1_floorplan        331              2250           465
## layout make-up
| class | instances | area [sq um] | area share, % |
|---|---|---|---|
| sequential | 41 | 1030 | 31.8 |
| tap | 129 | 161 | 5.00 |
| clock buffer | 7 | 86.3 | 2.67 |
| multi-input combinational | 251 | 1730 | 53.6 |
| timing repair buffer | 16 | 158 | 4.88 |
| inverter | 18 | 67.6 | 2.09 |
## worst min path at each step
stage / start / to / cells past startpoint
after CTS: u_tik.cnt[10]$_DFF_PP0_ / u_tik.cnt[10]$_DFF_PP0_ / 1
after global routing: u_tik.cnt[31]$_DFF_PP0_ / u_tik.cnt[31]$_DFF_PP0_ / 1
final: u_tik.cnt[10]$_DFF_PP0_ / u_tik.cnt[10]$_DFF_PP0_ / 1
## synthesized netlist by cell type, types with 3 or more instances
library cell / count / area (sq um)
sky130_fd_sc_hd__dfrtp_1: 41 / 1030
sky130_fd_sc_hd__nor2_1: 33 / 124
sky130_fd_sc_hd__nand3_1: 21 / 105
sky130_fd_sc_hd__nand2_1: 19 / 71.3
sky130_fd_sc_hd__xnor2_1: 19 / 166
sky130_fd_sc_hd__inv_1: 18 / 67.6
sky130_fd_sc_hd__xor2_1: 17 / 149
sky130_fd_sc_hd__ha_1: 16 / 200
sky130_fd_sc_hd__a21oi_1: 11 / 55.1
sky130_fd_sc_hd__nand4_1: 11 / 68.8
sky130_fd_sc_hd__o21ai_1: 11 / 55.1
sky130_fd_sc_hd__buf_2: 8 / 40.0
sky130_fd_sc_hd__buf_4: 8 / 60.1
sky130_fd_sc_hd__nor4_1: 8 / 50.1
sky130_fd_sc_hd__nor2b_1: 6 / 37.5
sky130_fd_sc_hd__a211oi_1: 5 / 37.5
sky130_fd_sc_hd__nand2b_1: 5 / 31.3
sky130_fd_sc_hd__nor3_1: 5 / 25.0
sky130_fd_sc_hd__o21ai_0: 5 / 25.0
sky130_fd_sc_hd__a31oi_1: 4 / 25.0
sky130_fd_sc_hd__and3_1: 3 / 18.8
sky130_fd_sc_hd__nor3_2: 3 / 30.0
sky130_fd_sc_hd__o22ai_1: 3 / 18.8
sky130_fd_sc_hd__or3_1: 3 / 18.8
## power breakdown
part           total [mW]  switching [mW]  internal [mW]
Clock               0.249           0.112          0.136
Sequential          0.334               0          0.334
Combinational     0.00941         0.00786        0.00156
Total               0.592           0.120          0.472
## registers in the layout, summed over array words and instances, names as in the netlist
signal     cells
u_tik.cnt     32
u_cnt.sum      8
u_tik.tik      1
## worst reg2reg max path: cells and delay by family, from the launching register on
kind | cells | cell delay, ps
AND-OR/OR-AND | 1 | 140
adder cells (fa/ha/maj) | 1 | 260
flip-flops | 1 | 420
AND/OR/NAND/NOR | 4 | 1020
## metal layers
layer / up-vias / global-route usage [%] / share of wire [%]
li1: 1153 / - / -
met1: 1042 / 19.2 / 54
met2: 41 / 16.3 / 42
met3: 7 / 2.05 / 3.4
met4: 0 / 0.892 / 0.74
met5: - / 0 / 0
## placed cells by master, fill, tap and decap left out, drive strengths merged, types with 3 or more instances in the layout
master,n
or3,3
a211oi,6
dfrtp,41
o22ai,4
nand2,21
nand4,12
nor2b,6
nor2,33
clkbuf,7
nor3,8
nand2b,5
a31oi,4
ha,16
xnor2,20
inv,18
conb,7
nand3,21
clkdlybuf4s50,15
o21ai,16
and3,3
xor2,18
a21oi,11
nor4,10
Power is estimated from default activity; no workload was simulated.
